$ cat config.mk
export PLATFORM = sky130hd
export DESIGN_NAME = sextend
export DESIGN_NICKNAME = sextend
export VERILOG_FILES = /design/flow/design.v
export SDC_FILE = /design/flow/constraint.sdc
export NUM_CORES = 4
export LEC_CHECK = 1
export CORE_AREA = 10 10 70 70
export DIE_AREA = 0 0 80 80
$ cat run.sh
#!/bin/bash
# OpenROAD 26Q1-2900-gdf79404cd8, Yosys 0.63+post, stock flow scripts
make -C /OpenROAD-flow-scripts/flow DESIGN_CONFIG=/design/flow/config.mk WORK_HOME=/design/flow/orfs finish
$ cat design.v
module sextend #(
    parameter DATA_WIDTH = 32
) (
    input  logic [31:7] Immediate,    
    input  logic [2:0]  ImmSrc,       
    output logic [31:0] ImmExt        
);
    always_comb begin
        unique case (ImmSrc)
            3'b000: ImmExt = {{20{Immediate[31]}}, Immediate[31:20]};
            3'b001: ImmExt = {{20{Immediate[31]}}, Immediate[31:25], Immediate[11:7]};
            3'b010: ImmExt = {{19{Immediate[31]}},
                               Immediate[31],         
                               Immediate[7],          
                               Immediate[30:25],      
                               Immediate[11:8],       
                               1'b0};                 
            3'b011: ImmExt = {{11{Immediate[31]}},
                               Immediate[31],         
                               Immediate[19:12],      
                               Immediate[20],         
                               Immediate[30:21],      
                               1'b0};                 
            3'b100: ImmExt = {Immediate[31:12], 12'b0};
            default: ImmExt = '0;
        endcase
    end
endmodule
$ cat constraint.sdc
current_design sextend

set clk_period 2.4
set clk_io_pct 0.2

create_clock -name clk0 -period $clk_period

set non_clock_inputs [all_inputs -no_clocks]
set_input_delay [expr $clk_period * $clk_io_pct] -clock clk0 $non_clock_inputs
set_output_delay [expr $clk_period * $clk_io_pct] -clock clk0 [all_outputs]
==> changes_impl.md <==
### Implementation results

- Outcome: complete, no violations
- Iter 0 DRT Violations: 28
- CP delay by family, top: buffers and inverters
- Num rows: 21
- Hpwl dp: 2260 µm
- First-pass GRT wire length: 4140 µm
- Layout cells sized above 1: 19.4%
- DR WL/cell: 14.5 µm
- Flip-flops: 0
- DRC viols: 0
- # Cells Yosys: 73
- Initial antenna violation count: 0
- GR met3 Demand/Resource: 1.59%
- Grt total ovfl: 0
- Max Clock Freq: around 0.44 GHz
- Worst Path Class, Setup: input port to primary output
- RSZ-0062 raised after global routing: false
- CP max stage delay: 510 ps
- Startpoint types: input port
- Global route hottest layer: met2
- Via count: 802
- Leakage: 0.597 nW
- Final hold vios: 0
- Global-route usage over all layers: 7.95%
- MaxCap Viol Count: 0
- Seq share, synth: 0%
- CP Capture Type: primary output
- WP depth: 4
- Cycle use final: 94.9%
- Core ar.: 3420 µm²
- WL final: 2760 µm
- Tool warnings: 32
- PD cells: 177 nW/µm²
- Register Area: 0 µm²
- Port Buffers: around 60
- Worst Path Required: 1920 ps
- Yosys warning tally: 1
- Syn_area_per_cell: 6.77 µm²
- Minimum clock period: 2280 ps
- Die Area: 6400 µm²
- Die H: 80 µm
- Post-layout util: roughly 38%
- N_diodes: 0
- Fp util: around 14%
- Critical Path Slowest Stage Cell: clkdlybuf4s50_1
- CP Data Arrival Time: roughly 1800 ps
- Die width: 80 µm
- Total power: approximately 0.23 mW
- CP cell instances: clkdlybuf4s50_1 > mux2i_1 > a211oi_2 > clkdlybuf4s50_1
- Worst-margin pin slew: ~280 ps
- Post-Place Worst Slack: -220 ps
- Worst Slack Setup Final: 122 ps
- Crit path top cell by count: clkdlybuf4s50_1
- Slew Viols, Final: 0
- Vias in the first global route: between 700 and 800
- Crit Path Max Fanout: 3
- Met2 GRT Util: 14.6%
- Largest net degree at the start of global routing: 12
- Vias per Instance: 4.22
- Worst hold path type: input port to primary output
- Drt pass-1 iters: 4
- Worst VDD drop: 0.0633 mV
- YS chip area: 494 µm²
- Met1 GRT Util: 9.78%
- Io pins: 60
- Layout clock buffer count: 0
- Hold path depth: 4
- Final Setup Violations: 0
- Syn Inst Count: approximately 73
- Cell area after synthesis: 494 µm²
- Max_slew headroom: 81.4%
- Synth-to-Final Area Change: 160%
- Yosys cell types: 18
- CP Buf/Inv Count: 2
- Routability Congestion: ~0.8
- Antenna-violating nets left: 0
per-layer routing:
| metal | part of all wire, % | up-vias |
|---|---|---|
| met1 | 40 | 379 |
| li1 | - | 408 |
| met2 | 55 | 15 |
| met4 | 0 | 0 |
| met5 | 0 | - |
| met3 | 4.3 | 0 |
cell usage in the layout, fill, tap and decap left out:
cell type | Yosys | layout
a211oi_2 | 0 | 1
buf_12 | 0 | 2
clkdlybuf4s50_1 | 0 | 48
a31o_1 | 1 | 1
buf_4 | 2 | 14
buf_2 | 4 | 1
dlygate4sd2_1 | 0 | 8
o22ai_1 | 8 | 8
a21o_1 | 10 | 10
nor3_1 | 1 | 1
mux2i_1 | 6 | 6
clkbuf_16 | 0 | 1
clkbuf_2 | 0 | 3
o21ai_0 | 1 | 1
a21oi_1 | 16 | 16
nor2_1 | 5 | 5
and2_1 | 2 | 2
nor3b_4 | 1 | 1
nor2b_4 | 0 | 1
nor2b_1 | 9 | 8
buf_6 | 2 | 3
inv_1 | 1 | 1
dlymetal6s2s_1 | 0 | 1
xor2_4 | 1 | 1
per-stage QoR:
step           hold WS [ps]  cell area [µm²]  setup TNS, ps  cells
3_3_place_gp           1910             1200          -4190    183
3_5_place_dp           1910             1200          -4210    183
4_1_cts                1690             1220              0    185
5_1_grt                1560             1290              0    190
2_1_floorplan          1020              494              0     73
6_report               1520             1290              0    190
synth_stat cells:
library cell	instances	area [µm²]
a21oi_1	16	80.1
a21o_1	10	75.1
nor2b_1	9	56.3
o22ai_1	8	50.1
mux2i_1	6	60.1
nor2_1	5	18.8
buf_2	4	20.0
and2_1	2	12.5
buf_4	2	15.0
buf_6	2	22.5
clkbuf_1	2	7.51
a211oi_1	1	7.51
a31o_1	1	8.76
inv_1	1	3.75
nor3_1	1	5.00
nor3b_4	1	18.8
o21ai_0	1	5.00
xor2_4	1	27.5
final timing paths:
| path | startpoint | endpoint |
|---|---|---|
| setup / recovery | Immediate[20] | ImmExt[11] |
| hold / removal | ImmSrc[1] | ImmExt[12] |
power by group:
group          internal, mW  total [mW]  switching [mW]  leakage, nW
sequential                0           0               0            0
clock                     0           0               0            0
combinational         0.154       0.228          0.0739        0.597
cells by family after synthesis:
| group | share of synthesized area, % |
|---|---|
| AOI/OAI and AO/OA | 45.8 |
| xor gates and xnor gates | 5.57 |
| buffers and inverters | 13.9 |
| muxes | 12.2 |
| and+or+nand+nor | 22.5 |
area by class of cell:
class / instances / area (µm²)
Multi-Input combinational cell: 62 / 438
Timing Repair Buffer: 81 / 787
Inverter: 1 / 3.75
Tap cell: 46 / 57.6
Fill cell: 355 / 2130
repair_timing:
item                                    in CTS  in global routing
cloned                                       1                  2
hold buffers                                 0                  0
buffers inserted                             1                  3
resized                                     16                 10
pin swaps                                    2                  1
endpoints found under the setup margin      26                 16
No activity file was given, so power comes from the tool's default toggle rates.
