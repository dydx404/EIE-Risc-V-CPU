## flow/run.sh

```bash
#!/bin/bash
# OpenROAD 26Q1-2900-gdf79404cd8, Yosys 0.63+post, stock flow scripts
make -C /OpenROAD-flow-scripts/flow DESIGN_CONFIG=/design/flow/config.mk WORK_HOME=/design/flow/orfs finish
```

## flow/design.v

```verilog
module PC #(
    DATA_WIDTH = 32
) (
    input   logic                     clk,
    input   logic                     rst,
    input   logic [1:0]               pcsrc,
    input   logic [DATA_WIDTH-1:0]    immop,
    input   logic [DATA_WIDTH-1:0]    alu_out,
    output  logic [DATA_WIDTH-1:0]    pc
);
    logic [DATA_WIDTH-1:0] pc_plus4;
    logic [DATA_WIDTH-1:0] pc_target;
    logic [DATA_WIDTH-1:0] pc_next;
    PCPlus4 #(
        .DATA_WIDTH(DATA_WIDTH)
    ) pc_plus4_inst (
        .pc(pc),
        .pc_next(pc_plus4)
    );
    PCTarget #(
        .DATA_WIDTH(DATA_WIDTH)
    ) pc_target_inst (
        .pc(pc),
        .imm(immop),
        .pc_target(pc_target)
    );
    mux4 #(
        .DATA_WIDTH(DATA_WIDTH)
    ) pc_mux_inst (
        .in0(pc_plus4),
        .in1(pc_target),
        .in2(alu_out),
        .in3(0),
        .sel(pcsrc),
        .out(pc_next)
    );
    PCReg #(
        .DATA_WIDTH(DATA_WIDTH)
    ) pc_reg_inst (
        .clk(clk),
        .rst(rst),
        .pc_next(pc_next),
        .pc(pc)
    );
endmodule
module PCPlus4 #(
    DATA_WIDTH = 32
) (
    input   logic [DATA_WIDTH-1:0]  pc,
    output  logic [DATA_WIDTH-1:0]  pc_next
);
    assign pc_next = pc + 4;
endmodule
module PCReg #(
    DATA_WIDTH = 32
) (
    input   logic                     clk,
    input   logic                     rst,
    input   logic [DATA_WIDTH-1:0]    pc_next,
    output  logic [DATA_WIDTH-1:0]    pc
);
    always_ff @(posedge clk) begin
        if (rst) begin
            pc <= '0;
        end else begin
            pc <= pc_next;
        end
    end
endmodule
module PCTarget #(
    DATA_WIDTH = 32
) (
    input   logic [DATA_WIDTH-1:0]  pc,
    input   logic [DATA_WIDTH-1:0]  imm,
    output  logic [DATA_WIDTH-1:0]  pc_target
);
    assign pc_target = pc + imm;
endmodule
module mux4 #(
    DATA_WIDTH = 32
) (
    input   logic [DATA_WIDTH-1:0]  in0,
    input   logic [DATA_WIDTH-1:0]  in1,
    input   logic [DATA_WIDTH-1:0]  in2,
    input   logic [DATA_WIDTH-1:0]  in3,
    input   logic [1:0]            sel,
    output  logic [DATA_WIDTH-1:0]  out
);
    assign out = (sel == 2'b00) ? in0 :
                 (sel == 2'b01) ? in1 :
                 (sel == 2'b10) ? in2 :
                                  in3 ;
endmodule
```

## flow/config.mk

```make
export PLATFORM = sky130hd
export DESIGN_NAME = PC
export DESIGN_NICKNAME = PC
export VERILOG_FILES = /design/flow/design.v
export SDC_FILE = /design/flow/constraint.sdc
export NUM_CORES = 4
export LEC_CHECK = 1
export CORE_UTILIZATION = 40
```

## flow/constraint.sdc

```tcl
current_design PC

set clk_period 13.2
set clk_io_pct 0.2

create_clock -name clk0 -period $clk_period [get_ports {clk}]

set non_clock_inputs [all_inputs -no_clocks]
set_input_delay [expr $clk_period * $clk_io_pct] -clock clk0 $non_clock_inputs
set_output_delay [expr $clk_period * $clk_io_pct] -clock clk0 [all_outputs]
```

==> impl_metrics.ini <==
; physical design summary
[status]
outcome = completed

[critical_path]
criticalPathCategory = primary input to flip-flop
worst_r2r_endpoint = pc_reg_inst.pc[24]
cp_data_required_time_ns = 13.43
r2r_setup_slack_ns = 10.50
r2r_cells = 8
critPathArrivalTime_ns = 5.59
cp_max_fo = 21
critPathCaptureType = flip-flop
worstReg2RegStart = pc_reg_inst.pc[7]
type_of_element_launching_the_critical_path = primary input

[synthesis]
post_synth_inst_count = 555
yosys.cell_types.count = 68
synth_mux_share = 0.02522
synth.top_cells.by_area = sky130_fd_sc_hd__dfxtp_1 16%, sky130_fd_sc_hd__ha_1 10%, sky130_fd_sc_hd__a21oi_1 6.2%, sky130_fd_sc_hd__nand2_1 5.6%, sky130_fd_sc_hd__nor2_1 5.6%
yosys_register_bits = 32
yosysWarnings = 1
ys_chip_area_mm2 = 0.003969
ys_sh_xor = 0.08386
complex_gate_fraction_of_the_synthesized_area = 0.2995
synth-adder-area-share = 0.1059
yosysTopAreaCellShare = 0.1614
synth_top_cell_by_area = sky130_fd_sc_hd__dfxtp_1
top_logic_kind = AND-OR/OR-AND gates
asyncSetResetFlopFracSynth = 0
synth.avg_cell_area_um2 = 7.151
yosysCellCount = 555
edf_count = 0
ff_type = sky130_fd_sc_hd__dfxtp_1
syn-cell-area_mm2 = 0.003969
synth_simple_gate_area_share = 0.2683
post_synthesis_sequential_area_ratio = 0.1614

[die]
area_of_the_core_mm2 = 0.009415
top_ports = 100
chipHeight_um = 101.6
pre_place_util = 0.4215
die_w_um = 101.6
chip_area_mm2 = 0.01032
placement_rows = 35

[power]
combPwrFrac = 0.459
internal_power_mw = 0.2286
p_total_mw = 0.3699
seq_power_share = 0.316
switching_share = 0.3820
vdd_ir_drop_max_mv = 0.03981
power_per_cell_area_mw_per_mm2 = 72.96
power.leakage_nw = 1.984
clkPwrFrac = 0.226
p_switching_mw = 0.1413

[clock_network]
clock_tree.htree_level_count = 2
cts_tree = built
clk_buf_depth = 2
cts_hold_buf = 0
postCtsSetupBuffers = 0
clock_buffer_count_from_cts = 5
worst_setup_hold_path_clk_slew_ns = 0.07
worst_skew_pair.late_latency_ns = 0.29
postCtsResizedCells = 0
cts-root-buf = sky130_fd_sc_hd__clkbuf_8
clock-sinks = 32

[drt]
antenna_cells_inserted = 0
routed_wirelength_um = 13350
vias = 4361
ant_nets = 0
route.detailed.drc = 0
routed_wire_length_per_instance_um = 17.56
drt_pre_antenna_iters = 5
vias_per_cell = 5.738
drtIter0Drc = 188

[timing]
totalNegativeSetupSlack_ns = 0
max-slew-margin-rel = 0.4020
finalClockSkew_ns = 0.009837
rsz0062_at_grt = no
timing_hold_violations_final = 0
finalMaxSlewViolations = 0
fin_crit_sh = 0.4059
report.final.setup_viol = 0
final_critical_path_time_including_i_o_delays_and_setup_ns = 5.358
tightest_slew_ns = 0.8936
timing.fmax_ghz = 0.1866

[place]
place.port_buffers = 99
numPlacedInstances = 752
gp_routability_congestion = 0.9156
dp_hpwl_um = 10210
post_detailed_placement_cell_area_mm2 = 0.004977

[cells_and_area]
final_design_area_no_fill_mm2 = 0.005070
utilization = 0.5385
layout.cells.non_filler = 760
regMostFlops = pc_reg_inst.pc
largest_register_ffs = 32
area_overhead_vs_synth_pct = 27.74
layout-drive-gt1-share = 0.04279
largest_registers = pc_reg_inst.pc: 32 flops

[global_routing]
grt_antenna_before_repair = 0
first_global_vias = 4198
grt_first_pass_wirelength_um = 21330
grt_util_all_layers = 0.2717
largest_net_degree_at_the_start_of_global_routing = 49
gr-total-overflow = 0

[flow_run]
openroad.warnings = 25
drv_cap = 0

[worst_hold_path]
hold_path.startpoint = pc_reg_inst.pc[0]
whs_path_depth = 3
whs_endpoint = pc_reg_inst.pc[0]
worst_hold_path_class = flip-flop to flip-flop
## per-stage QoR
step | worst slack [ns] | hold slack (ns)
2_1_floorplan | 8.551 | 0.5761
3_3_place_gp | 7.656 | 0.6373
3_5_place_dp | 7.561 | 0.6499
4_1_cts | 7.874 | 0.6675
5_1_grt | 7.718 | 0.7382
6_report | 7.842 | 0.6798
## cell usage in the layout, fill, tap and decap left out, types with 12 or more instances in the layout
| master | count |
|---|---|
| sky130_fd_sc_hd__xor2_1 | 20 |
| sky130_fd_sc_hd__xnor2_1 | 18 |
| sky130_fd_sc_hd__nand2_1 | 59 |
| sky130_fd_sc_hd__nor3_1 | 14 |
| sky130_fd_sc_hd__nand3_1 | 22 |
| sky130_fd_sc_hd__o21ai_0 | 29 |
| sky130_fd_sc_hd__o21a_1 | 12 |
| sky130_fd_sc_hd__inv_1 | 15 |
| sky130_fd_sc_hd__clkdlybuf4s50_1 | 98 |
| sky130_fd_sc_hd__nor2_1 | 59 |
| sky130_fd_sc_hd__dfxtp_1 | 32 |
| sky130_fd_sc_hd__a21oi_1 | 49 |
| sky130_fd_sc_hd__nand4_1 | 16 |
| sky130_fd_sc_hd__ha_1 | 32 |
## power groups by stage
stage,Clock [mW],Sequential (mW),Combinational [mW]
5_1_grt,0.0904,0.119,0.188
6_report,0.0835,0.117,0.170
4_1_cts,0.0854,0.117,0.169
## layer usage
metal  vias to the layer above  GRT usage  wire length [um]
li1                       2201          -                 -
met3                        23    0.04062               861
met2                       144     0.4491              6100
met5                         -          0                 0
met1                      1993     0.3816              6110
met4                         0    0.05240               276
## critical path, stage by stage
cell and delay [ns]:
sky130_fd_sc_hd__clkdlybuf4s50_1 0.98, sky130_fd_sc_hd__inv_1 0.48, sky130_fd_sc_hd__or3_1 0.78, sky130_fd_sc_hd__or4_1 0.60, sky130_fd_sc_hd__nand4_1 0.10
## cells in the mapped netlist, drive strengths merged, types with 4 or more instances
cell type,number
and4,4
a211oi,9
dfxtp,32
a211o,4
o21a,12
a2111oi,4
nand3,22
and3,10
or3,9
nor2,59
buf,12
o2111ai,4
or2,4
o211ai,7
ha,32
a21o,10
mux2i,10
a22oi,6
nand4,17
a31oi,5
nor3,17
clkbuf,22
o21bai,4
a21oi,49
xor2,20
nand2,59
xnor2,18
o22ai,7
o21ai,29
inv,16
## cell families (layout without fill, tap and decap cells)
group                    count (synthesis)  count (layout)
AND-OR/OR-AND                          175             175
XOR/XNOR                                38              38
adder cells (fa/ha/maj)                 33              33
buffers and inverters                   50             126
flip-flops                              32              32
multiplexers                            10              10
AND/OR/NAND/NOR                        217             217
## how the worst max path moves through the flow
| stage | cells after the start | endpoint | slack (ns) | startpoint |
|---|---|---|---|---|
| 6_report | 5 | pc_reg_inst.pc[30] | 7.84 | pcsrc[0] |
| 5_1_grt | 5 | pc_reg_inst.pc[26] | 7.72 | pcsrc[0] |
| 4_1_cts | 5 | pc_reg_inst.pc[30] | 7.87 | pcsrc[0] |
## layout make-up
type,instances,area (um2)
well taps,129,161.4
clock buffers,6,82.58
flip-flops and latches,32,640.6
fillers,889,4345
multi-input cells,473,3107
inverters,16,60.06
repair buffers,102,1008
clock inverters,2,10.01
Power and IR drop assume default switching activity.
